===== /design/flow/run.sh =====
#!/bin/bash
# OpenROAD 26Q1-2900-gdf79404cd8, Yosys 0.63+post, stock flow scripts
make -C /OpenROAD-flow-scripts/flow DESIGN_CONFIG=/design/flow/config.mk WORK_HOME=/design/flow/orfs finish

===== /design/flow/config.mk =====
export PLATFORM = sky130hd
export DESIGN_NAME = game_logic
export DESIGN_NICKNAME = game_logic
export VERILOG_FILES = /design/flow/design.v
export SDC_FILE = /design/flow/constraint.sdc
export NUM_CORES = 4
export LEC_CHECK = 1
export CORE_UTILIZATION = 30

===== /design/flow/constraint.sdc =====
current_design game_logic

set clk_period 9.6
set clk_io_pct 0.2

create_clock -name clk0 -period $clk_period [get_ports {clock}]

set non_clock_inputs [all_inputs -no_clocks]
set_input_delay [expr $clk_period * $clk_io_pct] -clock clk0 $non_clock_inputs
set_output_delay [expr $clk_period * $clk_io_pct] -clock clk0 [all_outputs]

===== /design/flow/design.v =====
module debouncer(
    input clk,
    input resetn,
    input noisy_signal,
    output reg debounced_signal
);
    parameter DEBOUNCE_INTERVAL = 1000000; 
    reg [19:0] counter;  
    reg last_stable_signal;   
    always @(posedge clk or negedge resetn) begin
        if (!resetn) begin
            counter <= 0;
            debounced_signal <= 0;
            last_stable_signal <= 0;
        end else begin
            if (noisy_signal != last_stable_signal) begin
                last_stable_signal <= noisy_signal;
                counter <= 0;
            end else if (counter < DEBOUNCE_INTERVAL) begin
                counter <= counter + 1;
            end else if (counter == DEBOUNCE_INTERVAL) begin
                debounced_signal <= last_stable_signal;
            end
        end
    end
endmodule
module game_logic(
	input clock,
	input resetn,
	input button1,
	input button0,
	input [7:0]player_input,
	output reg [2:0] colour,
	output reg [9:0] x,
	output reg [8:0] y,
	output reg plot
);
	reg win_flag;  
	integer row, col, tally, dir_x, dir_y, jelly;  
	reg [26:0] counter;
	reg done;
	reg [1:0] game_board[7:0][5:0];  
	integer i,j;
	integer count[7:0];  
	initial begin
		for (i = 0; i < 8; i = i + 1) begin
			count[i] = 5;
		end
	end
	reg turn;  
	parameter GRID_LINE_WIDTH = 4;
	parameter CELL_WIDTH = 40;
	parameter CELL_HEIGHT = 40;
	reg GRID_COLOR = 3'b001;  
	wire [9:0] debounced_input;
	wire debounced_resetn;
	debouncer debounce_0(
	.clk(clock),
	.resetn(resetn),
	.noisy_signal(player_input[0]),
	.debounced_signal(debounced_input[0])
	);
	debouncer debounce_1(
	.clk(clock),
	.resetn(resetn),
	.noisy_signal(player_input[1]),
	.debounced_signal(debounced_input[1])
	);
	debouncer debounce_2(
	.clk(clock),
	.resetn(resetn),
	.noisy_signal(player_input[2]),
	.debounced_signal(debounced_input[2])
	);
	debouncer debounce_3(
	.clk(clock),
	.resetn(resetn),
	.noisy_signal(player_input[3]),
	.debounced_signal(debounced_input[3])
	);
	debouncer debounce_4(
	.clk(clock),
	.resetn(resetn),
	.noisy_signal(player_input[4]),
	.debounced_signal(debounced_input[4])
	);
	debouncer debounce_5(
	.clk(clock),
	.resetn(resetn),
	.noisy_signal(player_input[5]),
	.debounced_signal(debounced_input[5])
	);
	debouncer debounce_6(
	.clk(clock),
	.resetn(resetn),
	.noisy_signal(player_input[6]),
	.debounced_signal(debounced_input[6])
	);
	debouncer debounce_7(
	.clk(clock),
	.resetn(resetn),
	.noisy_signal(player_input[7]),
	.debounced_signal(debounced_input[7])
	);
	debouncer debounce_8(
	.clk(clock),
	.resetn(resetn),
	.noisy_signal(button1),
	.debounced_signal(debounced_input[8])
	);
	debouncer debounce_9(
	.clk(clock),
	.resetn(resetn),
	.noisy_signal(button0),
	.debounced_signal(debounced_input[9])
	);
	debouncer debounce_reset(
	.clk(clock),
	.resetn(resetn),
	.noisy_signal(resetn),
	.debounced_signal(debounced_resetn)
	);
	always @(posedge clock) begin
		if (!debounced_resetn) begin
			done <= 0;
			counter <= 0;
			x <= 0;
			y <= 0;
			win_flag <= 0;
			turn <= 0;
			colour <= 3'b000;  
			GRID_COLOR <= 3'b001;  
			plot <= 1'b0;
			for (i = 0; i < 8; i = i + 1) begin
				count[i] <= 5;
				for (j = 0; j < 6; j = j + 1) begin
					game_board[i][j] <= 2'b00;
			end
		end
	end else begin
		for (i = 0; i < 8; i = i + 1) begin
			if (debounced_input[i] && count[i] >= 0) begin
				if ((debounced_input[8] && turn % 2 == 1) ||
					(debounced_input[9] && turn % 2 == 0)) begin
						game_board[i][count[i]] <= (turn % 2 == 0) ? 2'b01 : 2'b10;
						count[i] <= count[i] - 1;
						turn <= turn + 1;
				end
			end
		end
		tally = 0;
		for (col = 0; col < 8; col = col + 1) begin
			for (row = 0; row < 6; row = row + 1) begin
				if (game_board[col][row] == 2'b01) begin
					tally = 1;  
					if (row < 3) begin
						for (jelly = 1; jelly < 4; jelly = jelly + 1) begin
							if (game_board[col][row + jelly] == 2'b01) begin
								tally = tally + 1;
							end
						end
					end
					if (tally == 4) begin
						win_flag <= 1;
					end
					tally = 1;  
					if (row > 2) begin
						for (jelly = 1; jelly < 4; jelly = jelly + 1) begin
							if (game_board[col][row - jelly] == 2'b01) begin
							tally = tally + 1;
							end
						end
					end
					if (tally == 4) begin
						win_flag <= 1;
					end
					tally = 1;  
					if (row < 3 && col < 5) begin
						for (jelly = 1; jelly < 4; jelly = jelly + 1) begin
							if (game_board[col + jelly][row + jelly] == 2'b01) begin
								tally = tally + 1;
							end
						end
					end
					if (tally == 4) begin
						win_flag <= 1;
					end
					tally = 1;  
					if (row > 2 && col < 5) begin
						for (jelly = 1; jelly < 4; jelly = jelly + 1) begin
							if (game_board[col + jelly][row - jelly] == 2'b01) begin
								tally = tally + 1;
							end
						end
					end
					if (tally == 4) begin
						win_flag <= 1;
					end
					tally = 1;  
					if (col < 5) begin
						for (jelly = 1; jelly < 4; jelly = jelly + 1) begin
							if (game_board[col + jelly][row] == 2'b01) begin
								tally = tally + 1;
							end
						end
					end
					if (tally == 4) begin
						win_flag <= 1;
					end
				end else if (game_board[col][row] == 2'b10) begin
					tally = 1;  
					if (row < 3) begin
						for (jelly = 1; jelly < 4; jelly = jelly + 1) begin
							if (game_board[col][row + jelly] == 2'b10) begin
								tally = tally + 1;
							end
						end
					end
					if (tally == 4) begin
						win_flag <= 1;
					end
					tally = 1;  
					if (row > 2) begin
						for (jelly = 1; jelly < 4; jelly = jelly + 1) begin
							if (game_board[col][row - jelly] == 2'b10) begin
								tally = tally + 1;
							end
						end
					end
					if (tally == 4) begin
						win_flag <= 1;
					end
					tally = 1;  
					if (row < 3 && col < 5) begin
						for (jelly = 1; jelly < 4; jelly = jelly + 1) begin
							if (game_board[col + jelly][row + jelly] == 2'b10) begin
								tally = tally + 1;
							end
						end
					end
					if (tally == 4) begin
						win_flag <= 1;
					end
					tally = 1;  
					if (row > 2 && col < 5) begin
						for (jelly = 1; jelly < 4; jelly = jelly + 1) begin
							if (game_board[col + jelly][row - jelly] == 2'b10) begin
								tally = tally + 1;
							end
						end
					end
					if (tally == 4) begin
						win_flag <= 1;
					end
					tally = 1;  
					if (col < 5) begin
						for (jelly = 1; jelly < 4; jelly = jelly + 1) begin
							if (game_board[col + jelly][row] == 2'b10) begin
								tally = tally + 1;
							end
						end
					end
					if (tally == 4) begin
						win_flag <= 1;
					end
				end
			end
		end
		if (!win_flag) begin
			i = x / CELL_WIDTH;
			j = (y / CELL_HEIGHT);
			if ((x % CELL_WIDTH < GRID_LINE_WIDTH) || (y % CELL_HEIGHT < GRID_LINE_WIDTH)) begin
				colour <= GRID_COLOR;  
			end else if (i < 8 && j >= 0 && j < 6) begin
					case (game_board[i][j])
					2'b01: colour <= 3'b100;  
					2'b10: colour <= 3'b010;  
					default: colour <= 3'b111;  
					endcase
				end else begin
					colour <= 3'b111;  
			end
			x <= (x < 360) ? x + 1 : 0;
			y <= (x < 360) ? y : (y < 240) ? y + 1 : 0;
			plot <= 1'b1;
		end else if (win_flag) begin
			if (turn % 2 == 0) begin
				colour <= 3'b010;
				GRID_COLOR <= 3'b010;
			end else begin
				colour <= 3'b100;
				GRID_COLOR <= 3'b100;
			end
			x <= (x < 360) ? x + 1 : 0;
			y <= (x < 360) ? y : (y < 240) ? y + 1 : 0;
			plot <= 1'b1;
		end
		end
	end
endmodule

==> results.json <==
{
  "top_register": "count",
  "critical_path.max_stage_delay_ns": 0.97,
  "seqPwrFrac": 0.469,
  "status": "finished, final reports clean",
  "core_area_mm2": 0.1400,
  "post_cts.resized_instances": 0,
  "crit_fanout": 22,
  "switching_share": 0.2396,
  "syn_area_mm2": 0.04250,
  "layout.area.comb_mm2": 0.02540,
  "grt_max_degree": 155,
  "cp.arrival_ns": 8.25,
  "finalCriticalPeriod_ns": 7.726,
  "drt-pass1-iter-count": 6,
  "pwr-share-comb": 0.065,
  "warning_count": 374,
  "place_hpwl_um": 95240,
  "cts_tree": "built",
  "port-buffer-count": 34,
  "wl_um": 134200,
  "largest_reg_flops": 256,
  "relSlewSlack": 0.2930,
  "cpMaxStageDelayCell": "fa_1",
  "drtAntennaViolNets": 0,
  "antenna_found_initial": 1,
  "r2r-end": "colour[0]$_SDFF_PP0_",
  "cp.depth": 28,
  "fp_util": 0.3035,
  "maxCapViolCount": 0,
  "worstMarginPinSlew_ns": 1.054,
  "hp-class": "reg -> reg",
  "ys_warn_count": 3,
  "drt_iter0_drc": 3066,
  "die_y_um": 378.4,
  "area_delta_synth_final_pct": 11.81,
  "hold_viol": 0,
  "path_buffers": 5,
  "synth_cell_types": 91,
  "max-vdd-ir-drop_uv": 137.6,
  "cts_setup_buffers": 0,
  "overflow": 0,
  "wire_per_inst_um": 19.63,
  "via_per_inst": 5.243,
  "synth_top_cell_by_area": "dfrtp_1",
  "area_leaders": "dfrtp_1, dfxtp_1, ha_1",
  "common_cells": "nor2_1, ha_1, nand2_1, dfxtp_1, dfrtp_1",
  "endpoint": "colour[0]$_SDFF_PP0_",
  "die_width_um": 378.4,
  "leakage_nw": 18.52,
  "ys_area_mm2": 0.04250,
  "crit_family": "AND-OR/OR-AND gates",
  "reg_top3": "count (256), game_board (128)",
  "top_area_frac": 0.1425,
  "cp_data_required_time_ns": 10.12,
  "startpoint_type": "flop",
  "p_total_mw": 6.076,
  "edf_count": 128,
  "antennaDiodeCount": 0,
  "rows": 137,
  "cts_max_level": 3,
  "dieArea_mm2": 0.1432,
  "max_freq_mhz": 129.4,
  "cts_root_buf": "clkbuf_16",
  "critPathLaunch": "x[8]$_SDFF_PN0_",
  "setup_violations": 0,
  "drive_gt1_frac": 0.05280,
  "synth_seq_share": 0.3658,
  "drv_slew": 0,
  "clkTransAtPathRegs_ns": 0.07,
  "cts_num_sinks": 652,
  "setup_tns_ns": 0,
  "clockPowerShare": 0.466,
  "p_int_mw": 4.620,
  "ys.flop_type": "dfxtp_1",
  "grt_pass1_vias": 33830,
  "top_cell": "nor2_1",
  "syn-instance-count": 4918,
  "whs_ns": 0.4617,
  "r2r_cells": 28,
  "drc": 0,
  "fill_cells": 14130,
  "finalClockSkew_ns": 0.03249,
  "fin_crit_sh": 0.8048,
  "p_sw_mw": 1.456,
  "p_per_area_mw_per_mm2": 127.9,
  "globalplace.congestion": 1.072,
  "r2r-start": "x[8]$_SDFF_PN0_",
  "pin_count": 35,
  "cts_made_buffers": 75,
  "ys.flops": 652,
  "via_count": 35850,
  "endpoint_kind": "flop",
  "clk_latency_ns": 0.66,
  "synth_stat.cells": 4918,
  "worst-r2r-setup-slack_ns": 1.87,
  "regArea_mm2": 0.01555,
  "rsz0062_at_grt": "no",
  "syn_area_per_cell_um2": 8.641,
  "grt_use_total": 0.1917,
  "clockBufferDepth": 3,
  "crit_type": "reg -> reg",
  "grt_pass1_wl_um": 206600,
  "hold_buffers": 0,
  "ys_async_sr_fraction": 0.3712
}
placed cells by master (no fill, tap or decap), types with 58 or more instances in the layout:
master / instances
dfxtp_1: 281
o22ai_1: 135
o21ai_0: 152
ha_1: 378
xor2_1: 208
nand2b_1: 136
nand4_1: 92
nor2_1: 722
buf_4: 86
inv_1: 189
nor3_1: 161
edfxtp_1: 128
xnor2_1: 182
dfrtp_1: 241
nor4_1: 115
or3_1: 109
nand3_1: 141
nand2_1: 361
nor3b_1: 79
a21oi_1: 167
nor2b_1: 58
clkbuf_16: 77
power groups by stage:
stage	Sequential [mW]	Clock, mW	Combinational, mW
finish	2.85	2.83	0.394
global route	2.85	3.03	0.439
CTS	2.85	2.92	0.397
stage by stage:
step | instance area, um^2 | worst slack (ns) | instances | util
after floorplan | 42500 | 3.344 | 4918 | -
after global placement | 45060 | 2.048 | 6699 | 0.3218
after detailed placement | 45060 | 2.053 | 6699 | 0.3218
after CTS | 47520 | 1.982 | 6838 | 0.3393
after global routing | 47520 | 1.320 | 6838 | 0.3393
final | 47520 | 1.874 | 6838 | 0.3393
cell families (layout without fill, tap and decap cells):
group,count (synthesis),count (layout),synth area share
AOI/OAI and AO/OA,804,804,0.1242
xor gates and xnor gates,390,390,0.08037
adders and majority gates,383,383,0.1129
buffers and inverters,409,453,0.03718
DFF,652,652,0.3658
muxes,41,41,0.01101
other,1,1,0.00008824
and+or+nand+nor,2238,2238,0.2684
cell type report:
class	count	area share
clock inverter	28	0.006609
sequential	652	0.3272
multi-input combinational	3857	0.5346
inverter	192	0.01532
tap	1876	0.04940
clock buffer	111	0.04513
timing repair buffer	122	0.02170
per-layer routing:
metal	track usage	up-vias	wire length, um
met4	0.06837	2	5788
li1	-	17430	-
met3	0.05103	313	10320
met2	0.2773	1063	56860
met5	0	-	13
met1	0.2791	17040	61220
how the worst min path moves through the flow:
stage                    startpoint                   endpoint  slack [ns]  cells after the start
4_1_cts   count[2][31]$_SDFFE_PN0P_  count[2][31]$_SDFFE_PN0P_        0.47                      2
6_report  count[0][31]$_SDFFE_PN0P_  count[0][31]$_SDFFE_PN0P_        0.46                      2
5_1_grt   count[3][31]$_SDFFE_PN0P_  count[3][31]$_SDFFE_PN0P_        0.49                      2
worst reg2reg max path, delay by kind of cell, from the launching register on:
kind,cells,cell delay [ns]
adder cells (fa/ha/maj),6,2.19
buffers and inverters,5,0.60
flip-flops,1,0.74
AND-OR/OR-AND,12,3.00
multiplexers,1,0.11
AND/OR/NAND/NOR,4,0.95
Power is estimated from default activity; no workload was simulated.
